--- run.sh ---
#!/bin/bash
# OpenROAD 26Q1-2900-gdf79404cd8, Yosys 0.63+post, stock flow scripts
make -C /OpenROAD-flow-scripts/flow DESIGN_CONFIG=/design/flow/config.mk WORK_HOME=/design/flow/orfs finish
--- config.mk ---
export PLATFORM = sky130hd
export DESIGN_NAME = mux3vec
export DESIGN_NICKNAME = mux3vec
export VERILOG_FILES = /design/flow/design.v
export SDC_FILE = /design/flow/constraint.sdc
export NUM_CORES = 4
export LEC_CHECK = 1
export CORE_AREA = 10 10 203 203
export DIE_AREA = 0 0 213 213
export SYNTH_HDL_FRONTEND = slang
--- constraint.sdc ---
current_design mux3vec

set clk_period 1.0
set clk_io_pct 0.2

create_clock -name clk0 -period $clk_period

set non_clock_inputs [all_inputs -no_clocks]
set_input_delay [expr $clk_period * $clk_io_pct] -clock clk0 $non_clock_inputs
set_output_delay [expr $clk_period * $clk_io_pct] -clock clk0 [all_outputs]
--- design.v ---
module mux3vec #(parameter WIDTH = 32, DEPTH = 4)  
    (
        input logic [WIDTH-1:0] d0 [0:DEPTH-1],  
        input logic [WIDTH-1:0] d1 [0:DEPTH-1],  
        input logic [WIDTH-1:0] d2 [0:DEPTH-1],  
        input logic [1:0] s,  
        output logic [WIDTH-1:0] y [0:DEPTH-1]  
    );
    assign y = s[1] ? d2 : (s[0] ? d1 : d0);
endmodule
==> results.json <==
{
  "cp_slowest_cell": "buf_16",
  "grt_pass1_vias": 5612,
  "grt_max_degree": 31,
  "crit_arrival_ns": 1.30,
  "ys_area_um2": 2800,
  "hpwl_um": 20500,
  "ir_drop_v": 0.000187,
  "place_ws_ns": -0.842,
  "routabilityCongestion": 0.897,
  "yosysTopAreaCellShare_pct": 45.8,
  "syn_inst": 426,
  "crit_path_start_kind": "input port",
  "finish.utilization_pct": 25.4,
  "p_total_mw": 3.78,
  "fin_area_um2": 9320,
  "holdBufCountCts": 0,
  "period_used_pct": 150,
  "comb_area_um2": 2600,
  "dp.cells": 1412,
  "status": "complete, but fails checks",
  "endpoint_kind": "primary output",
  "first_pass_iters": 4,
  "design.core.area_um2": 36700,
  "setup_viol_count_final": 128,
  "violations": "negative setup slack",
  "grt-ovfl-total": 0,
  "hold_path.startpoint": "d2[92]",
  "chip_area_um2": 45400,
  "ys_types": 8,
  "min_delay_path_depth": 4,
  "synth_area_um2": 2800,
  "crit_start": "s[0]",
  "fin_setup_tns_ns": -40.71,
  "worstMarginPinSlew_ns": 0.208,
  "grt_antenna_before_repair": 2,
  "fmax_mhz": 669,
  "setup_ws_ns": -0.496,
  "cpPeakStageDelay_ns": 0.16,
  "cp-endpoint": "y[116]",
  "viasPerCell": 3.52,
  "yosysWarnings": 0,
  "routed_wl_um": 24700,
  "yosysCellCount": 426,
  "path_cells": "buf_16 -> buf_16 -> buf_4 -> buf_12 -> buf_6 -> buf_6 -> mux2i_1 -> o21ai_1 -> buf_2",
  "n_fill_cell": 3910,
  "grt_util_all_layers_pct": 9.93,
  "vias": 5232,
  "synth_top_cell_by_area": "mux2i_1",
  "hold_viol_final": 0,
  "nClkBuffers": 0,
  "stdcell_count": 1486,
  "flops": 0,
  "rows": 70,
  "core_util_floorplan_pct": 7.62,
  "synthToLayoutAreaGrowth_pct": 233,
  "finalMaxSlewViolations": 0,
  "period_minus_slack_ns": 1.50,
  "die_w_um": 213,
  "ant_nets": 0,
  "fin_hold_ws_ns": 0.793,
  "io-pin-count": 514,
  "rsz0062_at_grt": "true",
  "critical_path_class": "in2out",
  "synthTopCellsByCount": "128 x mux2i_1, 128 x nand2_1, 120 x o21ai_1",
  "warnings": 34,
  "power.density_nw_per_um2": 406,
  "hp-class": "in2out",
  "ys_seq_share_pct": 0,
  "crit_fanout": 7,
  "port_buffers": 514,
  "drc": 0,
  "place_area_um2": 8640,
  "p_leak_nw": 4.15,
  "routedWlPerCell_um": 16.6,
  "layout-drive-gt1-share_pct": 27.2,
  "die_y_um": 213,
  "syn_area_per_cell_um2": 6.56,
  "grt_pass1_wl_um": 34300,
  "maxCapViolations": 0,
  "required_ns": 0.80,
  "layout.area.seq_um2": 0,
  "relSlewSlack_pct": 85.8,
  "dr.first_iter.drc_count": 181,
  "synthTopCellsByArea": "mux2i_1 46%, o21ai_1 21%, nand2_1 17%"
}
==> power breakdown <==
part / switching [mW] / internal [mW]
Combinational: 1.17 / 2.61
Clock: 0 / 0.000000134
Sequential: 0 / 0
Total: 1.17 / 2.61
==> logic make-up after synthesis <==
group	share of synthesized area [%]
compound gates	22.9
buf+inv	14.1
mux	45.8
simple gates	17.2
==> routing by layer <==
metal,vias up,wire [µm],GRT usage [%]
met5,-,13,0
met2,301,11900,17.3
met1,2216,9460,11.4
li1,2697,-,-
met4,2,450,1.85
met3,16,2870,3.72
==> layout by cell type, fill, tap and decap left out <==
cell,n
clkdlybuf4s50_1,345
nand2_1,125
buf_2,125
o21ai_1,121
mux2i_1,108
buf_6,63
dlygate4sd2_1,40
buf_12,21
buf_4,15
buf_8,15
mux2i_2,11
mux2i_4,9
buf_16,8
o21ai_2,6
nand2_2,3
diode_2,1
o21ai_4,1
dlymetal6s2s_1,1
==> cell type report <==
cell class / count / area share (%)
Timing Repair Buffer: 633 / 65.8
Multi-Input combinational cell: 384 / 27.9
Tap cell: 468 / 6.29
Antenna cell: 1 / 0.0269
==> worst min-delay path by stage <==
stage            to
finish        y[92]
global route  y[92]
CTS            y[5]
==> critical path: cells and delay by family <==
family,cells,cell delay [ns]
buffers and inverters,7,0.89
AND-OR/OR-AND,1,0.11
multiplexers,1,0.10
==> repair_timing <==
| action | CTS | global route |
|---|---|---|
| pin swaps | 113 | 104 |
| endpoints found under the setup margin | 128 | 128 |
| gates cloned | 7 | 0 |
| resized | 591 | 28 |
| setup buffers | 62 | 14 |
Power is estimated from default activity; no workload was simulated.
